File: flow/constraint.sdc
current_design pwm_ctrl

set clk_period 7.2
set clk_io_pct 0.2

create_clock -name clk0 -period $clk_period [get_ports {clk}]

set non_clock_inputs [all_inputs -no_clocks]
set_input_delay [expr $clk_period * $clk_io_pct] -clock clk0 $non_clock_inputs
set_output_delay [expr $clk_period * $clk_io_pct] -clock clk0 [all_outputs]
File: flow/run.sh
#!/bin/bash
# OpenROAD 26Q1-2900-gdf79404cd8, Yosys 0.63+post, stock flow scripts
make -C /OpenROAD-flow-scripts/flow DESIGN_CONFIG=/design/flow/config.mk WORK_HOME=/design/flow/orfs finish
File: flow/design.v
module pwm_ctrl(
    input wire clk, 
    input wire rst, 
    input wire En, 
    input wire [31:0] Ton, 
    input wire [31:0] Tp, 
    output wire  op, 
    output wire [31:0] cnt_val,
    output wire [31:0] milli_cnt
);
reg [31:0] q_reg, q_next;
reg [31:0] q1_reg, q1_next;
reg [31:0] q2_reg, q2_next;
reg op_r, op_n;
always @(posedge clk, posedge rst)
	if(rst)
		begin
			q_reg <= 0;
			q1_reg <= 0;
			q2_reg <= 0;
			op_r <= 1'b0;
		end
	else
		begin
			q_reg <= q_next;
			q1_reg <= q1_next;
			q2_reg <= q2_next;
			op_r <= op_n;
		end
always @*
begin
    if( (En == 1'b1) && (q_reg < Tp))
        q_next = q_reg + 1;
    else
        q_next = 0;
    if(q_reg < Ton && (En == 1'b1))
          op_n <= 1'b1;
    else
          op_n <= 1'b0;
    if( q1_reg == 100000)
       q1_next = 0;
    else
       q1_next = q1_reg + 1;
    if( q1_reg == 100000)
        q2_next = q2_reg + 1;
    else
        q2_next = q2_reg;      
end
assign op = op_r;
assign cnt_val = q_reg;
assign milli_cnt = q2_reg;
endmodule
File: flow/config.mk
export PLATFORM = sky130hd
export DESIGN_NAME = pwm_ctrl
export DESIGN_NICKNAME = pwm_ctrl
export VERILOG_FILES = /design/flow/design.v
export SDC_FILE = /design/flow/constraint.sdc
export NUM_CORES = 4
export LEC_CHECK = 1
export CORE_UTILIZATION = 50
==> flow_summary.yaml <==
# generated from flow reports
synth:
  ys_warn_count: 1
  synth_flop_count: 97
  ys_seq_frac: 0.3826
  synth-edff-count: 0
  ys_area_mm2: 0.006345
  synth_top_cell_by_count: "dfrtp_1"
  synthArstFlopShare: 1.000
  ys_cells: 651
  area_leaders: "dfrtp_1 38%, ha_1 13%, xnor2_1 8.8%"
  ys.flop_type: "dfrtp_1"
  synth_cells: 651
  synth_cell_types: 44
  synth.largest_area_cell: "dfrtp_1"
  synthTopCellsByCount: "97 x dfrtp_1, 77 x inv_1, 66 x ha_1, 64 x xnor2_1, 42 x nand2_1"
  synth_top_area_share: 0.3826
  avgSynthCellArea_um2: 9.746
  synth_area_mm2: 0.006345
placement:
  dp_hpwl_um: 10040
  gp_congestion: 0.8523
  place_area_mm2: 0.007859
  port_buffers: 131
  dp_cells: 941
global_routing:
  grt_max_degree: 62
  grt_pass1_vias: 4939
  grt-busiest-layer: "met1"
  met1_usage: 0.3763
  use_met3: 0.04207
  grt_antenna_before_repair: 0
  met2_usage: 0.3467
  grtUsageTotal: 0.2309
  grt_remaining_overflow: 0
  grt_first_pass_wirelength_um: 23650
pwr:
  power.internal_uw: 840.1
  p_leak_nw: 3.663
  ir_drop_v: 0.0001416
  clkPwrFrac: 0.404
  p_sw_frac: 0.2212
  power.density_mw_per_mm2: 132.7
  pwr-share-comb: 0.085
  p_switching_uw: 238.6
  power_frac_seq: 0.511
clocking:
  clkTransAtPathRegs_ns: 0.06
  numCtsBuffers: 9
  cts_root_buffer: "clkbuf_16"
  clock_latency_ns: 0.34
  post-cts-setup-buffers: 0
  htreeDepth: 3
  cts_resized: 0
  max-clock-path-buffers: 2
  cts_hold_buf: 0
  numClockSinks: 97
  cts_tree: "done"
timing:
  final-hold-violation-count: 0
  max_freq_ghz: 0.2659
  holdWs_ns: 0.4783
  period_used_share: 0.5223
  finalMaxSlewViolations: 0
  slew-limit-headroom: 0.4810
  period_minus_slack_ns: 3.761
  worst_slew_pin_slew_ns: 0.7714
  setup_viol: 0
  rsz0062_at_grt: "no"
  finalSetupTns_ns: 0
  skew_ns: 0.009150
detailed_routing:
  drt-pass1-iter-count: 4
  antenna_cells: 0
  via_per_inst: 5.334
  routed_wl_um: 13740
  remaining_drc_errors: 0
  wl_per_cell_um: 14.37
  antenna_left: 0
  num_vias: 5099
  drt_iter0_markers: 287
floorplan:
  dieArea_mm2: 0.01314
  ioPinCount: 132
  fp_util: 0.5196
  core_area_mm2: 0.01221
  die_width_um: 114.7
  die_h_um: 114.7
  num_rows: 40
final_layout:
  layout-drive-gt1-share: 0.07741
  final_area_mm2: 0.008130
  final_cells: 956
  fill_cells: 976
  area_growth_syn_to_layout_pct: 28.14
critical_path:
  crit_top_cell: "nand4_1"
  max_stage_delay_ns: 0.47
  path_class: "primary input to flop"
  critPathSlowestCell: "buf_4"
  crit_family: "buffers and inverters"
  worstPathCellList: "clkdlybuf4s50_1 -> inv_1 -> ha_1 -> nand4_1 -> nor4_1 -> nand4_1 -> o2111ai_4 -> buf_4 -> a211oi_1"
  critPathMaxFanout: 32
  required_ns: 7.39
  endpoint_kind: "flop"
  critical_path_buf_inv_count: 3
  worst_setup_path_start_kind: "primary input"
  critPathArrivalTime_ns: 3.95
run_status:
  status: "finished clean"
flow_run:
  warning_count: 27
  cap_violations: 0
worst_hold_path:
  hold_class: "flop to flop"
logic make-up (layout without fill, tap and decap cells):
group	after synthesis	count (layout)	share of synthesized area
xor+xnor	90	90	0.1242
simple gates	220	220	0.1866
flops	97	97	0.3826
compound gates	83	83	0.1132
mux	1	1	0.001775
fa+ha+maj	66	66	0.1302
buf+inv	94	231	0.06153
power groups by stage:
| stage | sequential, mW | clock, mW | combinational (mW) |
|---|---|---|---|
| final | 0.551 | 0.436 | 0.0918 |
| after global routing | 0.551 | 0.473 | 0.104 |
| after CTS | 0.551 | 0.450 | 0.0934 |
layout make-up:
| cell class | instances | area, um^2 | area share |
|---|---|---|---|
| Tap cell | 168 | 210.2 | 0.02585 |
| Clock inverter | 4 | 28.78 | 0.003540 |
| Clock buffer | 11 | 242.7 | 0.02986 |
| Multi-Input combinational cell | 460 | 3560 | 0.4378 |
| Inverter | 77 | 290.3 | 0.03570 |
| Timing Repair Buffer | 139 | 1371 | 0.1687 |
| Sequential cell | 97 | 2427 | 0.2986 |
placed cells by master, fill, tap and decap left out, types with 2 or more instances in the layout:
cell               n
o211ai_1           2
clkinv_2           2
clkbuf_16          9
or3_1              2
nor4b_1            2
nor4_1            16
nor2b_1            4
nor4_2             3
buf_4              8
and4_1            10
o41ai_1            2
a21o_1             6
inv_1             76
clkinvlp_4         2
nand4_1           30
xor2_1            26
ha_1              66
clkdlybuf4s50_1  131
dfrtp_1           97
and3_1            15
xnor2_1           64
nand2_1           42
a211oi_2          29
o21ai_0           10
nor3_1            13
nand2b_1           3
a21oi_1           20
and2_1             3
a211oi_1           6
nor2_1            32
nand3_1           39
per-stage QoR:
step | total power [mW] | utilization | setup slack [ns]
global placement | 0.6518 | 0.6435 | 3.195
detailed placement | 0.6535 | 0.6435 | 3.131
CTS | 1.095 | 0.6658 | 3.490
finish | 1.079 | 0.6658 | 3.439
floorplan | 0.6025 | - | 3.226
global route | 1.128 | 0.6658 | 3.298
per-layer routing:
metal,wire [um],up-vias,share of wire
li1,-,2555,-
met1,6975,2412,0.51
met2,5977,126,0.43
met3,685,6,0.050
met4,104,0,0.0076
met5,0,-,0
worst reg2reg max path, stage by stage, from the launching register on:
cell       delay [ns]
dfrtp_1          0.58
ha_1             0.33
a21o_1           0.16
a221o_1          0.31
a222oi_1         0.47
o2111ai_4        0.16
buf_4            0.31
a211oi_1         0.28
worst paths after layout:
kind,startpoint,endpoint,slack (ns),cells after the start
min,q1_reg[31],q1_reg[31],0.48,1
min in group asynchronous,rst,q1_reg[30],1.65,3
min reg2reg,q1_reg[31],q1_reg[31],0.48,1
max reg2reg,q_reg[17],q_reg[1],4.50,7
max,Tp[30],q_reg[1],3.44,9
max in group asynchronous,rst,q2_reg[22],4.58,4
No activity file was given, so power comes from the tool's default toggle rates.
