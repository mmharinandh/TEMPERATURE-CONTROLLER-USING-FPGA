**design/flow/run.sh**
```bash
#!/bin/bash
# OpenROAD 26Q1-2900-gdf79404cd8, Yosys 0.63+post, stock flow scripts
make -C /OpenROAD-flow-scripts/flow DESIGN_CONFIG=/design/flow/config.mk WORK_HOME=/design/flow/orfs finish
```
**design/flow/config.mk**
```make
export PLATFORM = sky130hd
export DESIGN_NAME = spi_ctrl
export DESIGN_NICKNAME = spi_ctrl
export VERILOG_FILES = /design/flow/design.v
export SDC_FILE = /design/flow/constraint.sdc
export NUM_CORES = 4
export LEC_CHECK = 1
export CORE_UTILIZATION = 30
```
**design/flow/constraint.sdc**
```tcl
current_design spi_ctrl

set clk_period 2.4
set clk_io_pct 0.2

create_clock -name clk0 -period $clk_period [get_ports {i_clk}]

set non_clock_inputs [all_inputs -no_clocks]
set_input_delay [expr $clk_period * $clk_io_pct] -clock clk0 $non_clock_inputs
set_output_delay [expr $clk_period * $clk_io_pct] -clock clk0 [all_outputs]
```
**design/flow/design.v**
```verilog
module spi_ctrl
(
    input wire i_clk,
    input wire i_rst,
    input wire i_en,
    input wire i_miso,
    output wire o_spi_clk,
    output wire o_spi_cs_n,
    output wire [15:0] o_data,
    output wire o_status
);
localparam N = 5;  
localparam K = 16;
localparam [1:0] START   = 2'b00,
                 RECEIVE = 2'b01,
                 STOP    = 2'b10;
reg [N-1:0] bit_count_r, bit_count_n;
reg [1:0] state_r, state_n;
reg sts_n, sts_r;
reg [K-1:0] data_r, data_n;
reg [K-1:0] clk_cnt_r;
reg [K-1:0] clk_cnt_n;
reg data_latch_n, data_latch_r;
reg spi_cs_n,spi_cs_r;
always @(posedge i_clk, posedge i_rst)
    if (i_rst)
        begin
            state_r     <= START;
            bit_count_r <= 0;
            data_r      <= 0;
            clk_cnt_r   <= 0;
            sts_r       <= 1'b0;
            data_latch_r <= 1'b0;
            spi_cs_r   <= 1'b0;
        end
    else
        begin
            state_r     <= state_n;
            bit_count_r <= bit_count_n;
            data_r      <= data_n;
            clk_cnt_r   <= clk_cnt_n;
            sts_r       <= sts_n;
            data_latch_r <= data_latch_n;
            spi_cs_r <= spi_cs_n;
        end
always @*
     if(i_en == 1'b1) begin
        clk_cnt_n = clk_cnt_r + 1;
     end
     else
        clk_cnt_n = 0;
always @*
    if((clk_cnt_r > 63) && (clk_cnt_r[6:0] == 7'b0001010))
        data_latch_n <= 1'b1;
    else
        data_latch_n <= 1'b0;    
always @*
    begin
        sts_n       = sts_r;
        state_n     = state_r;
        bit_count_n = bit_count_r;
        data_n      = data_r;
        spi_cs_n <= spi_cs_r;
        case (state_r)
            START : begin
                sts_n = 1'b0;
                bit_count_n = 0;
                if(i_en == 1'b1) begin
                    state_n = RECEIVE;
                    spi_cs_n = 1'b1;
                  end  
                else begin
                    state_n = START;
                    spi_cs_n = 1'b0;
                  end  
            end
            RECEIVE : begin
                if(bit_count_r == 15) begin
                    state_n = STOP;
                    sts_n   = 1'b1;
                    spi_cs_n = 1'b0;
                end
                else begin
                    state_n = RECEIVE;
                    sts_n   = 1'b0;
                    spi_cs_n = 1'b1;
                end
                if(data_latch_r == 1'b1) begin
                    bit_count_n = bit_count_r + 1;
                    data_n      = {data_r[K-2:0], i_miso};
                end
                else begin
                    bit_count_n = bit_count_r;
                    data_n      = data_r;
                end
            end
            STOP : begin
                sts_n   = 1'b1;
                state_n = START;
            end
            default : state_n = START;
        endcase
    end
assign o_spi_clk = {clk_cnt_r[6]};
assign o_status = sts_r;
assign o_data = data_r;
assign o_spi_cs_n = ~(spi_cs_r);
endmodule
```
==> run_results.csv <==
group,metric,value,unit
status,status,"finished clean",
sta,post-route-min-period,1.808,ns
sta,finalClockPeriodUsage,75.33,%
sta,final-setup-viol-count,0,
synth,logic_family,"simple AND/OR/NAND/NOR gates",
detailed_routing,drt_iter0_markers,91,
synth,ys_seq_elements,44,
synth,yosys.cell_types.count,37,
critical_path,worstSetupEndpointType,"primary output",
sta,untimed_endpoints,2,
power_and_ir_drop,p_per_area,523.7,mW/mm^2
synth,synth_area_per_cell,11.87,um^2
cts,cts_max_path_buffers,2,
worst_hold_path,worstHoldPathType,"primary input to async pin",
cts,htreeDepth,2,
critical_path,critPathLaunch,"clk_cnt_r[6]$_DFF_PP0_",
synth,ys_warn_count,1,
synth,ys_cells,163,
cts,cts_setup_buffers,0,
synth,synth_area,0.001934,mm^2
sta,slew_viol_final,0,
sta,slew-limit-headroom,55.87,%
job,warnings,26,
cts,cts_hold_buf,0,
global_route,grt.total_usage,11.27,%
sta,rsz0062_at_grt,"false",
place,port_buffers,22,
critical_path,r2r-start,"bit_count_r[0]$_DFFE_PP0P_",
detailed_routing,wl_per_cell,12.49,um
job,cap_violations,0,
sta,tightest_slew,0.6603,ns
die,die_h,82.30,um
final_layout,most-common-layout-cells,"dfrtp_1, clkdlybuf4s50_1, mux2_2, nor2_1, nand2_1",
cts,cts_repair_resize_count,0,
global_route,grt_pass1_vias,1190,
final_layout,layout_top_cell,"dfrtp_1",
detailed_routing,n_antenna_cell,0,
detailed_routing,via_count,1253,
power_and_ir_drop,power.leakage,1.041,nW
sta,tns,0,ns
detailed_routing,first_pass_iters,4,
synth,xor_area_share,5.433,%
final_layout,area_growth_syn_to_layout,19.53,%
place,dp_cells,256,
cts,numCtsBuffers,5,
synth,fa_ha_area_share,2.587,%
synth,yosysTopAreaCellShare,54.33,%
critical_path,rrSetupSlack,0.77,ns
critical_path,critPathArrivalTime,1.33,ns
die,core,0.006061,mm^2
synth,ys_area,0.001934,mm^2
critical_path,reg2reg_depth,5,
critical_path,crit_path_end,"o_spi_clk",
sta,clock.fmax,553.1,MHz
detailed_routing,postRouteAntennaNets,0,
sta,setup_ws,0.5921,ns
global_route,grt_pass1_wl,5761,um
cts,cts_tree,"built",
place,place_ws,0.7209,ns
critical_path,crit_buf_inv,1,
critical_path,start_kind,"flip-flop",
sta,final_hold_viol_count,0,
final_layout,final_cell_area,0.002312,mm^2
global_route,grt_antenna_before_repair,0,
critical_path,worstPathCellList,"clkdlybuf4s50_1",
die,rows,28,
cts,path_clk_slew,0.08,ns
place,place_congestion,0.8073,
synth,post_synth_main_area_contributors,"dfrtp_1, mux2_2, xor2_1",
critical_path,crit_slowest_cell,"clkdlybuf4s50_1",
detailed_routing,vias_per_cell,4.746,
synth,synthMuxAreaShare,10.35,%
place,place_area,0.002232,mm^2
die,fp.dieW,82.30,um
critical_path,worst_ep_required_time,1.92,ns
synth,ys_sh_simple,16.11,%
critical_path,worst-path-max-fanout,7,
global_route,grt_max_degree,35,
sta,skew,0.009011,ns
synth,compound_area_share,5.627,%
critical_path,critPathMaxStageDelay,0.53,ns
die,io_pins,23,
final_layout,final_cells,264,
die,die_area,0.006773,mm^2
critical_path,rr_endpoint,"sts_r$_DFFE_PP0P_",
cts,cts_root_buf,"clkbuf_8",
power_and_ir_drop,peakVddDrop,0.2989,mV
synth,yosys.area.top_type,"dfrtp_1",
synth,syn-instance-count,163,
detailed_routing,wl,3297,um
place,dpl.hpwl,2308,um
sta,unclocked_regs,1,
critical_path,crit_type,"flip-flop to primary output",
global_route,overflow,0,
die,fp_util,31.92,%
critical_path,cp_num_cells,1,
cts,clkLatencyLatePin,0.29,ns
detailed_routing,drc,0,
final_layout,final_layout_size_suffix_gt1_share,16.40,%
critical_path,crit_family,"buffers and inverters",
-- logic make-up (layout without fill, tap and decap cells) --
family                     Yosys count  count (layout)
buffers and inverters               13              39
xor gates and xnor gates            12              12
muxes                               18              18
and+or+nand+nor                     54              54
latches                              1               1
AOI/OAI and AO/OA                   18              18
DFF                                 43              43
adders and majority gates            4               4
-- synth_stat cells --
cell / number
a211o_1: 1
a21o_1: 1
a21oi_1: 4
a31oi_1: 1
and2_1: 1
and3_1: 3
and4_4: 1
buf_2: 2
buf_4: 2
buf_6: 1
dfrtp_1: 42
dfstp_2: 1
dlxtn_1: 1
ha_1: 4
inv_1: 8
mux2_2: 16
mux2i_1: 2
nand2_1: 9
nand2_2: 1
nand2b_1: 1
nand3_1: 6
nand3_4: 1
nand4_1: 6
nand4_2: 1
nor2_1: 16
nor3_1: 1
nor3_2: 1
nor3b_2: 1
nor4_1: 2
nor4_2: 2
o21ai_0: 6
o22ai_1: 3
o311ai_1: 1
o41ai_1: 1
or3_1: 1
xnor2_1: 5
xor2_1: 7
-- worst min-delay path by stage --
stage                 cells after the start  start                     to
after CTS                                 2  i_rst  data_r[0]$_DFFE_PP0P_
final                                     2  i_rst  data_r[0]$_DFFE_PP0P_
after global routing                      2  i_rst  data_r[1]$_DFFE_PP0P_
-- flip-flops by register name (all words and copies together), names as in the netlist --
signal	cells
spi_cs_r	1
spi_cs_n	1
clk_cnt_r	16
data_r	16
data_latch_r	1
bit_count_r	5
sts_r	1
state_r	3
-- through the flow --
stage / utilization (%) / hold WS, ns / total power, mW
finish: 38.15 / 0.4364 / 1.211
floorplan: - / 0.4299 / 0.7798
global placement: 36.83 / 0.4425 / 0.7988
CTS: 38.15 / 0.4360 / 1.235
detailed placement: 36.83 / 0.4497 / 0.7990
global route: 38.15 / 0.4489 / 1.278
-- layer usage --
layer,track usage [%],up-vias,part of all wire (%)
li1,-,617,-
met1,18.83,612,52
met2,15.87,18,43
met3,2.007,6,2.8
met4,1.930,0,2.1
met5,0,-,0
-- final cells by class --
| type | count | area, um^2 |
|---|---|---|
| flip-flops and latches | 44 | 1092 |
| inverters | 8 | 30.03 |
| repair buffers | 23 | 240.2 |
| multi-input cells | 106 | 775.7 |
| clock buffers | 8 | 80.08 |
| well taps | 75 | 93.84 |
| fillers | 575 | 3749 |
-- power by group --
part	leakage [nW]	switching [mW]	internal (mW)
clock	0.0395	0.221	0.207
sequential	0.590	0.00843	0.730
combinational	0.411	0.0279	0.0170
Power figures rest on the tool's default switching activity, not on a simulated workload.
