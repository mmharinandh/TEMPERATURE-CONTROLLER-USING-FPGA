<file path="flow/constraint.sdc">
current_design sevensegment

set clk_period 7.2
set clk_io_pct 0.2

create_clock -name clk0 -period $clk_period [get_ports {clk}]

set non_clock_inputs [all_inputs -no_clocks]
set_input_delay [expr $clk_period * $clk_io_pct] -clock clk0 $non_clock_inputs
set_output_delay [expr $clk_period * $clk_io_pct] -clock clk0 [all_outputs]
</file>
<file path="flow/run.sh">
#!/bin/bash
# OpenROAD 26Q1-2900-gdf79404cd8, Yosys 0.63+post, stock flow scripts
make -C /OpenROAD-flow-scripts/flow DESIGN_CONFIG=/design/flow/config.mk WORK_HOME=/design/flow/orfs finish
</file>
<file path="flow/config.mk">
export PLATFORM = sky130hd
export DESIGN_NAME = sevensegment
export DESIGN_NICKNAME = sevensegment
export VERILOG_FILES = /design/flow/design.v
export SDC_FILE = /design/flow/constraint.sdc
export NUM_CORES = 4
export LEC_CHECK = 1
export CORE_UTILIZATION = 40
</file>
<file path="flow/design.v">
`timescale 1ns / 1ps
module sevensegment(clk, reset, temp1, temp2, temp3, temp4, seg_out, seg_clk, anode);
input clk;
input reset;
input [31:0]temp1;
input [31:0]temp2;
input [31:0]temp3;
input [31:0]temp4;
output reg seg_clk;
output reg [6:0]seg_out;
output reg [3:0]anode;
reg [3:0]bcd;
reg [31:0]clkcount;
reg [1:0]seg_state;
always @(posedge clk , posedge reset)
begin
if (reset == 1)
	begin
	seg_clk <= 1'b0;
	clkcount <= 31'b0;
	end
else
	begin
	clkcount <= clkcount + 1;
	if(clkcount == 99999)
		begin
		seg_clk <= ~seg_clk;
		clkcount <= 0;
		end
	end
end
always @(posedge seg_clk)
begin
case (seg_state)
      2'b00  : begin
                  bcd <=temp1;
                  anode <= 4'b0111;
               end
      2'b01  : begin
                  bcd <=temp2;
                  anode <= 4'b1011;
               end
      2'b10  : begin
                  bcd <=temp3;
                  anode <= 4'b1101;
               end
      2'b11  : begin
                  bcd <=temp4;
                  anode <= 4'b1110;
               end
   endcase
end
always @(posedge seg_clk)
begin
case (bcd)
      4'b0000: begin
                  seg_out <= 7'b100_0000;  
               end
      4'b0001: begin
                  seg_out <= 7'b111_1001;  
               end
      4'b0010: begin
                  seg_out <= 7'b010_0100;  
               end
      4'b0011: begin
                  seg_out <= 7'b011_0000;  
               end
      4'b0100: begin
                  seg_out <= 7'b001_1001;  
               end
      4'b0101: begin
                  seg_out <= 7'b001_0010;  
               end
      4'b0110: begin
                  seg_out <= 7'b000_0010;  
               end
      4'b0111: begin
                  seg_out <= 7'b111_1000;  
               end
      4'b1000: begin
                  seg_out <= 7'b000_0000;
               end
      4'b1001: begin
                  seg_out <= 7'b001_0000;  
               end
      default: begin
                  seg_out <= 7'b100_0000;
               end
endcase
end
always @(posedge seg_clk, posedge(reset))
begin
    if (reset) begin
	   seg_state <= 2'b0;
    end
   else begin
        seg_state <= seg_state +1;
   end
end
endmodule
</file>
==> flow_metrics.rpt <==
==== FLOW RESULTS ====
----------------------------------------------------
[Die]
  Core outline area ........................ 5540 sq um
  Placement Rows ........................ 27
  IO Pins ........................ 142
  Width of the die ........................ 78.1 microns
  Core Util at FP ........................ 0.418
  Chip footprint ........................ 6090 sq um
  Vert. Die Dim ........................ 78.1 microns

[Critical path]
  Standard cell with the maximum stage delay on the critical path ........................ dfrtp_1
  Setup crit start ........................ seg_clk
  Worst reg2reg path endpoint ........................ seg_clk
  Worst reg2reg startpoint ........................ clkcount[0]
  Sort of element at the end of the critical path ........................ output pin
  Worst R2R Setup Slack ........................ 5310 ps
  Kind of cell adding the most delay to the critical path ........................ flip-flops
  CP Max Fanout ........................ 19
  Worst r2r path cells ........................ 5
  CP Cell Sequence ........................ clkdlybuf4s50_1
  Cell count along the critical path ........................ 1
  Crit path largest cell delay ........................ 670 ps
  Worst path buffer plus inverter count ........................ 1
  Worst EP arrival ........................ 1510 ps
  Data required time of the worst path ........................ 5760 ps
  Element type at the critical path start ........................ register
  Worst setup path end ........................ seg_clk
  Worst setup path class ........................ register to output pin

[Yosys]
  Cell count listed in synth_stat.txt ........................ 221
  Number of library cell types mapped by synthesis ........................ 36
  Cells after Synth ........................ 221
  Synthesized area per cell ........................ 10.5 sq um
  Number of synthesis warnings ........................ 1
  Synthesized flop and latch total ........................ 50
  Area of the mapped netlist ........................ 2310 sq um
  Synth Seq Share ........................ 0.508
  Post-synth area from yosys stat ........................ 2310 sq um

[Timing]
  Time the final worst path needs with I/O delays and setup ........................ 2950 ps
  Setup violations, final ........................ 0
  Max transition margin ........................ 0.648
  Count of unclocked register or latch pins ........................ 17
  Timing-limited maximum frequency ........................ 339 MHz
  Transition time at the pin with the least slew margin ........................ 528 ps
  Setup Skew ........................ 4.04 ps
  RSZ-0062 raised after global routing ........................ false
  Count of endpoints without a timing constraint ........................ 28
  Max Transition Viols Final ........................ 0
  Final-layout setup total negative slack ........................ 0 ps
  Final hold violation count ........................ 0
  Period utilisation layout ........................ 0.410

[Flow run]
  Number of logged tool warnings ........................ 144
  Reported max-cap violation count ........................ 0

[Power]
  Net switching power ........................ 68.1 uW
  Leakage power ........................ 1.25 nW
  Seq pwr share ........................ 0.549
  Combinational power share ........................ 0.043
  Internal power consumption ........................ 270 uW
  Clk pwr share ........................ 0.409
  Share of total power consumed by net switching ........................ 0.201
  IR Drop Worst-Case VDD ........................ 0.138 mV
  Power Density ........................ 123 nW/um^2

[Route]
  Average wire per standard cell ........................ 13.3 microns
  DRT Wirelength ........................ 4310 microns
  Pre-Repair DR Iteration Count ........................ 4
  Antenna-violating nets left ........................ 0
  Vias ........................ 1,638
  DRC violation count after routing ........................ 0
  Initial drt markers ........................ 36
  Number of antenna cells inserted ........................ 0
  Drt via density ........................ 5.04

[Clock tree]
  Late-Pin Clk Latency ........................ 280 ps
  Clock tree from TritonCTS ........................ yes
  Number of hold-repair buffers added at the cts stage ........................ 0
  Number of gates given a new drive strength after cts ........................ 0
  Buffer cell driving the clock tree root ........................ clkbuf_8
  Post-CTS repair timing setup buffer count ........................ 0
  Clock Tree Buf Depth ........................ 2
  Deepest level of the CTS H-tree ........................ 2
  CTS buffer count ........................ 5
  CTS clk-pin slew, worst paths ........................ 60 ps

[Global route]
  Vias in the first global route ........................ 1,526
  Maximum number of pins on one net before global-route repair ........................ 36
  Global-route wire length before repair ........................ 7330 microns
  Total Routing Usage GR ........................ 0.157
  Met2 track utilization from global routing ........................ 0.260
  Overflow left after global routing ........................ 0
  Initial antenna violation count ........................ 0
  Layer with the highest usage ........................ met2
  Fraction of met1 tracks used by global routing ........................ 0.233
  Met3 track utilization from global routing ........................ 0.0283

[Layout]
  Final standard cell utilization of the core ........................ 0.497
  Register area ........................ 1180 sq um
  Fillers ........................ 536
  Fraction of final layout cells with drive strength greater than 1 ........................ 0.0474
  Area taken by multi-input logic gates ........................ 1060 sq um
  Area Overhead vs Synth ........................ 19.0%

[Placement]
  Global placement routability congestion ........................ 0.811
  Quantity of I/O buffers inserted on ports ........................ 29
  Post-DP HPWL ........................ 3080 microns

[Worst hold path]
  Class of the worst hold path ........................ register to register

[Run status]
  Status ........................ finished, final reports clean

----------------------------------------------------
metrics by stage:
step	cells	setup WS [ps]	total power [mW]	hold slack [ps]	area [sq um]
after floorplan	221	4980	0.193	447	2310
after global placement	318	4510	0.204	466	2670
after detailed placement	318	4520	0.204	466	2670
after CTS	325	4210	0.344	478	2750
after global routing	325	4130	0.352	495	2750
final	325	4250	0.338	474	2750
layout by cell type, fill, tap and decap left out, types with 9 or more instances in the layout:
master / count
xor2_1: 20
nor4_1: 10
xnor2_1: 9
nand2_1: 14
inv_1: 11
dfxtp_1: 15
nor2_1: 18
clkdlybuf4s50_1: 29
ha_1: 10
dfrtp_1: 35
nand3_1: 13
nand4_1: 10
Yosys cell counts:
cell type   n  area share
nor4b_1     1      0.0038
ha_1       10       0.054
xor2_1     20       0.076
and4_1      5       0.019
dfrtp_1    35        0.38
nor4_1     10       0.027
nand4b_1    1      0.0038
or3_1       2      0.0054
and3_1      4       0.011
a211oi_1    1      0.0032
o211ai_1    2      0.0065
dfxtp_1    15        0.13
o21ai_0     3      0.0065
clkbuf_1    2      0.0032
mux2i_1     2      0.0087
buf_4       2      0.0065
nor2b_1     1      0.0027
nand4_1    10       0.027
nand3_1    13       0.028
inv_1      11       0.018
o22ai_1     1      0.0027
xnor2_1     9       0.034
and2_1      2      0.0054
nor2_1     18       0.029
clkinv_1    1      0.0016
and4bb_2    2       0.011
a21oi_1     7       0.015
and4_2      1      0.0043
nor3_1      7       0.015
a222oi_1    4       0.017
or4_1       1      0.0032
nand4_2     1      0.0054
nand2b_1    1      0.0027
nor3_4      1      0.0070
nand2_1    14       0.023
buf_6       1      0.0049
state kept, by name, summed over array words and instances, names as in the netlist:
register and count:
seg_out 7, bcd 4, clkcount 32, anode 4, seg_state 2, seg_clk 1
how the worst min path moves through the flow:
stage	from	end	depth (start not counted)
4_1_cts	clkcount[31]	clkcount[31]	1
5_1_grt	clkcount[31]	clkcount[31]	1
6_report	clkcount[31]	clkcount[31]	1
power by group through the flow:
| stage | logic, mW | clock network, mW | registers [mW] |
|---|---|---|---|
| finish | 0.0144 | 0.138 | 0.186 |
| global route | 0.0161 | 0.151 | 0.185 |
| CTS | 0.0149 | 0.144 | 0.185 |
cell families (layout without fill, tap and decap cells):
kind of cell,Yosys count,after routing,synth area share
DFF,50,50,0.508
xor gates and xnor gates,29,29,0.110
and+or+nand+nor,95,95,0.234
muxes,2,2,0.00865
AOI/OAI and AO/OA,18,18,0.0514
adders and majority gates,10,10,0.0541
buffers and inverters,17,49,0.0341
final cells by class:
type                            count  share of cell area
Clock buffer                        7              0.0313
Sequential cell                    50               0.427
Inverter                           12              0.0164
Timing Repair Buffer               30               0.108
Multi-Input combinational cell    154               0.384
Tap cell                           72              0.0327
routing by layer:
| layer | wire length, microns | part of all wire |
|---|---|---|
| met1 | 2180 | 0.51 |
| met2 | 1880 | 0.44 |
| met3 | 199 | 0.046 |
| met4 | 49 | 0.011 |
| met5 | 0 | 0 |
Power figures rest on the tool's default switching activity, not on a simulated workload.
